`design/flow/config.mk`:
```
export PLATFORM = sky130hd
export DESIGN_NAME = USBTransceiver
export DESIGN_NICKNAME = USBTransceiver
export VERILOG_FILES = /design/flow/design.v
export SDC_FILE = /design/flow/constraint.sdc
export NUM_CORES = 4
export LEC_CHECK = 1
export CORE_AREA = 10 10 460 460
export DIE_AREA = 0 0 470 470
```
`design/flow/constraint.sdc`:
```
current_design USBTransceiver

set clk_period 37.2
set clk_io_pct 0.2

create_clock -name clk0 -period $clk_period [get_ports {HPS_USB_CLKOUT}]

set non_clock_inputs [all_inputs -no_clocks]
set_input_delay [expr $clk_period * $clk_io_pct] -clock clk0 $non_clock_inputs
set_output_delay [expr $clk_period * $clk_io_pct] -clock clk0 [all_outputs]
```
`design/flow/design.v`:
```
module USBTransceiver (
	input logic resetN,
	input logic HPS_USB_CLKOUT,
	input logic HPS_USB_DIR,
	input logic HPS_USB_NXT,
	inout logic [7:0] HPS_USB_DATA,
	output logic HPS_USB_RESET,
	output logic HPS_USB_STP,
	input logic [511:0]	dataBufferIn,
	input logic	startTransmit,
	input logic [8:0] dataSizeIn,
	output logic [511:0] dataBufferOut,
	output logic [8:0] dataSizeOut,
	output logic dataValidOut
);
enum logic [2:0] {S_SET_RESET, S_RESET, S_IDLE, S_READ, S_READ_BYTE, S_WRITE, S_WRITE_BYTE} STATE;
localparam DIR_WRITE = 1'b0;
localparam DIR_READ = 1'b1;
logic [7:0] dataWrite;
logic [7:0] dataRead;
assign dataRead =  (HPS_USB_DIR == DIR_READ)  ?   HPS_USB_DATA : 8'h00;
assign HPS_USB_DATA = (HPS_USB_DIR == DIR_WRITE) ? dataWrite : 8'bz;
localparam [1:0] READ_END_IDLE_PERIOD = 2'b11;
localparam [1:0] WRITE_HOLD_CYCLES = 2'b01;
logic [1:0] resetTimer;
logic [10:0] currentByteCount;
logic [7:0] byteBuffer;
logic [1:0] readIdleCycles;
logic [1:0] writeHoldCycles;
always_ff @(posedge HPS_USB_CLKOUT or negedge  resetN)
begin
	if (resetN == 1'b0) begin
		STATE <= S_SET_RESET;
		HPS_USB_STP <= 1'b0;
		dataValidOut <= 1'b0;
		currentByteCount <= 0;
	end
	else begin
		HPS_USB_RESET <= 1'b0;
		case(STATE)
			S_SET_RESET: begin
				resetTimer <= 2'b11;
				STATE <= S_RESET;
				HPS_USB_RESET <= 1'b1;
			end
			S_RESET: begin
				HPS_USB_RESET <= 1'b1;
				resetTimer -= 1'b1;
				if (resetTimer == 2'b00) begin
					STATE <= S_IDLE;
				end
			end
			S_IDLE: begin
				HPS_USB_STP <= 1'b0;
				currentByteCount <= 0;
				if (HPS_USB_DIR == DIR_READ && HPS_USB_NXT) begin
					STATE <= S_READ_BYTE;
					dataValidOut <= 1'b0;
				end else if (HPS_USB_DIR == DIR_WRITE && startTransmit) begin
					STATE <= S_WRITE;
				end
			end
			S_READ_BYTE: begin
				byteBuffer <= dataRead;
				if (HPS_USB_NXT == 1'b0) begin
					dataBufferOut[currentByteCount*8] <= byteBuffer[0];
					dataBufferOut[currentByteCount*8 + 1] <= byteBuffer[1];
					dataBufferOut[currentByteCount*8 + 2] <= byteBuffer[2];
					dataBufferOut[currentByteCount*8 + 3] <= byteBuffer[3];
					dataBufferOut[currentByteCount*8 + 4] <= byteBuffer[4];
					dataBufferOut[currentByteCount*8 + 5] <= byteBuffer[5];
					dataBufferOut[currentByteCount*8 + 6] <= byteBuffer[6];
					dataBufferOut[currentByteCount*8 + 7] <= byteBuffer[7];
					currentByteCount <= currentByteCount + 1;
					readIdleCycles <= 1'b11;
					STATE <= S_READ;
				end
			end
			S_READ: begin
				if (HPS_USB_NXT == 1'b1) begin
					STATE <= S_READ_BYTE;
				end else begin
					if (readIdleCycles == 0) begin
						dataSizeOut <= currentByteCount;
						dataValidOut <= 1'b1;
						STATE <= S_IDLE;
					end else begin
						readIdleCycles <= readIdleCycles - 1;
					end
				end
			end
			S_WRITE_BYTE: begin
				dataWrite[0] <= dataBufferIn[currentByteCount*8];
				dataWrite[1] <= dataBufferIn[currentByteCount*8 + 1];
				dataWrite[2] <= dataBufferIn[currentByteCount*8 + 2];
				dataWrite[3] <= dataBufferIn[currentByteCount*8 + 3];
				dataWrite[4] <= dataBufferIn[currentByteCount*8 + 4];
				dataWrite[5] <= dataBufferIn[currentByteCount*8 + 5];
				dataWrite[6] <= dataBufferIn[currentByteCount*8 + 6];
				dataWrite[7] <= dataBufferIn[currentByteCount*8 + 7];
				if (HPS_USB_NXT == 1'b1) begin
					currentByteCount <= currentByteCount + 1;
					STATE <= S_WRITE;
				end
			end
			S_WRITE: begin
				if (currentByteCount < dataSizeIn) begin
					if (HPS_USB_NXT == 1'b0) begin
						STATE <= S_WRITE_BYTE;
					end
				end else begin
					HPS_USB_STP <= 1'b1;
					STATE <= S_IDLE;
				end
			end
			endcase
		end
end
endmodule
```
`design/flow/run.sh`:
```
#!/bin/bash
# OpenROAD 26Q1-2900-gdf79404cd8, Yosys 0.63+post, stock flow scripts
make -C /OpenROAD-flow-scripts/flow DESIGN_CONFIG=/design/flow/config.mk WORK_HOME=/design/flow/orfs finish
```
==> impl_metrics.py <==
# Metrics from the implementation run
metrics = {
    "synth": {
        "syn_avg_cell_area_sq_um": 15.7,
        "synthTopCellsByCount": "edfxtp_1 (542), mux2_2 (479), nand2_1 (132), mux4_2 (124), clkbuf_1 (80)",
        "synth_top_area_share_pct": 55.8,
        "syn_inst": 1860,
        "synthArstFlopShare_pct": 3.56,
        "synth.most_common_cell": "edfxtp_1",
        "synthFlopType": "edfxtp_1",
        "yosys_cells": 1860,
        "ys_chip_area_sq_mm": 0.0291,
        "yosys_warnings": 3,
        "synth_seq_share_pct": 57.6,
        "synth.distinct_cells": 64,
        "synth-edff-count": 542,
        "synth.largest_area_cell": "edfxtp_1",
        "synth.area.top_cells": "edfxtp_1 (56%), mux2_2 (19%), mux4_2 (9.6%), nand2_1 (1.7%), dfrtp_1 (1.6%)",
        "numSynthFlops": 562,
        "netlist_area_sq_mm": 0.0291,
    },
    "floorplanning": {
        "die_w_microns": 470,
        "fp-utilization_pct": 14.4,
        "ioPinCount": 1058,
        "fp.dieH_microns": 470,
        "rows": 165,
    },
    "status": {
        "lastStage": "clock tree synthesis",
        "stop_error": "[error] [KeplerFormal.cpp:679] Workflow failed: Iso has multiple drivers: .HPS_USB_DATA0, HPS_USB_DATA[0]$_DFFE_PP_.Q0",
        "status": "aborted with a tool error",
    },
    "cts": {
        "cts_sinks": 562,
        "htreeDepth": 3,
        "cts_resized": 0,
        "postCtsHoldBufs": 0,
        "cts_setup_buffers": 0,
        "clock_path_buffers": 3,
        "root_buffer": "clkbuf_16",
        "cts_made_buffers": 66,
    },
    "place": {
        "dp_hpwl_microns": 116000,
        "io_buffers": 1049,
        "globalplace.congestion": 0.914,
    },
}
kinds of logic after synthesis:
logic type                 Yosys count  synth area share (%)
xor gates and xnor gates            11                 0.331
DFF                                562                  57.6
muxes                              691                  31.4
buffers and inverters              160                  2.38
and+or+nand+nor                    326                  5.42
AOI/OAI and AO/OA                   94                  2.23
adders and majority gates           15                 0.644
other                                1                0.0129
stage by stage:
step                power [W]  hold slack, ns  setup WS, ns  area [sq um]  cells
floorplan             0.00116           0.446         16.92         29100   1860
global placement      0.00145           0.528         24.46         42900   5508
detailed placement    0.00145           0.533         24.46         42900   5508
No activity file was given, so power comes from the tool's default toggle rates.
